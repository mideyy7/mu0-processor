$ cat flow/constraint.sdc
current_design MU0_Datapath

set clk_period 7.6
set clk_io_pct 0.2

create_clock -name clk0 -period $clk_period [get_ports {Clk}]

set non_clock_inputs [all_inputs -no_clocks]
set_input_delay [expr $clk_period * $clk_io_pct] -clock clk0 $non_clock_inputs
set_output_delay [expr $clk_period * $clk_io_pct] -clock clk0 [all_outputs]
$ cat flow/config.mk
export PLATFORM = sky130hd
export DESIGN_NAME = MU0_Datapath
export DESIGN_NICKNAME = MU0_Datapath
export VERILOG_FILES = /design/flow/design.v
export SDC_FILE = /design/flow/constraint.sdc
export NUM_CORES = 4
export LEC_CHECK = 1
export CORE_UTILIZATION = 30
$ cat flow/design.v
`timescale 1ns/100ps 
module MU0_Alu (
               input  logic  [15:0]  X, 
               input  logic  [15:0]  Y, 
               input  logic  [1:0]   M, 
               output logic  [15:0]  Q
	       );
localparam zero = 2'b00;
localparam one = 2'b01;
localparam two = 2'b10;
localparam three = 2'b11;
always_comb
begin
case (M)
	zero: Q = Y;				 
	one: Q = X + Y;			 
	two: Q = X + 1;			 
	three: Q = X + (~Y + 1);  
	default: Q = 16'hxxxx;
endcase
end
endmodule 
`timescale 1ns/100ps
module MU0_Datapath(
input  logic        Clk,
input  logic        Reset,
input  logic [15:0] Din,
input  logic        X_sel,
input  logic        Y_sel,
input  logic        Addr_sel,
input  logic        PC_En,
input  logic        IR_En,
input  logic        Acc_En,
input  logic [1:0]  M,
output logic [3:0]  F,			 
output logic [11:0] Address,
output logic [15:0] Dout,
output logic        N,
output logic        Z,
output logic [11:0] PC,
output logic [15:0] Acc);
logic [15:0] X;
logic [15:0] IR;
logic [15:0] ALU;
logic [15:0] Y;
MU0_Reg16 ACCReg(.Clk(Clk), .Reset(Reset), .En(Acc_En), .D(ALU), .Q(Acc));
MU0_Reg12 PCReg(.Clk(Clk), .Reset(Reset), .En(PC_En),  .D(ALU[11:0]), .Q(PC));
MU0_Reg16 IRReg(.Clk(Clk), .Reset(Reset), .En(IR_En), .D(Din), .Q(IR));
MU0_Mux16 XMux(.A(Acc), .B({4'b0000, PC}), .S(X_sel), .Q(X));
MU0_Mux16 YMux(.A(Din), .B(IR),  .S(Y_sel), .Q(Y));
MU0_Mux12 AddrMux(.A(PC), .B(IR[11:0]), .S(Addr_sel), .Q(Address));
MU0_Alu MU0_ALU(.X(X), .Y(Y), .M(M), .Q(ALU));			
MU0_Flags FLAGS(.Acc(Acc), .N(N), .Z(Z));
assign Dout = X;
assign F = IR[15:12];
endmodule 
`timescale 1ns/100ps
module MU0_Flags (
input  logic [15:0]  Acc, 
output logic          N, 
output logic          Z
);
always @(*)
 begin
   Z = ~|Acc;      
   N = Acc[15];    
 end
endmodule 
`timescale 1ns/100ps
module MU0_Mux12 (
input  logic [11:0] A, 
input  logic [11:0] B, 
input  logic        S, 
output logic [11:0] Q);
localparam zero = 1'b0;
localparam one = 1'b1;
always_comb
begin
	case(S)			
		zero: Q = A;	 
		one: Q = B;	 
		default: Q = 12'hxxx;
	endcase
end
endmodule 
`timescale 1ns/100ps
module MU0_Mux16 (
input  logic  [15:0] A, 
input  logic  [15:0] B, 
input  logic         S, 
output logic  [15:0]  Q
);
localparam zero = 1'b0;
localparam one = 1'b1;
always_comb
begin
	case(S)			
		zero: Q = A;	 
		one: Q = B;	 
		default: Q = 16'hxxxx;
	endcase
end
endmodule 
`timescale 1ns/100ps
module MU0_Reg12 (
input  logic          Clk, 
input  logic          Reset,     
input  logic          En, 
input  logic   [11:0] D, 
output logic   [11:0] Q
);
always_ff @ (posedge Clk, posedge Reset)	 
begin
 	if (Reset) Q <= 12'h000;			 
	else if (En) Q <= D;				 
end
endmodule 
`timescale 1ns/100ps
module MU0_Reg16 (
input  logic         Clk, 
input  logic         Reset,     
input  logic         En, 
input  logic  [15:0] D, 
output logic  [15:0] Q
 );
always_ff @ (posedge Clk, posedge Reset)	 
begin
 	if (Reset) Q <= 16'h0000;				 
	else if (En) Q <= D;					 
end
endmodule  
$ cat flow/run.sh
#!/bin/bash
# OpenROAD 26Q1-2900-gdf79404cd8, Yosys 0.63+post, stock flow scripts
make -C /OpenROAD-flow-scripts/flow DESIGN_CONFIG=/design/flow/config.mk WORK_HOME=/design/flow/orfs finish
==> out/qor.yml <==
worst_setup_path:
  slowest_stage: "clkdlybuf4s50_1"
  crit_chain: "clkdlybuf4s50_1, o21ai_0, clkdlybuf4s50_1"
  cp.required_ns: 6.08
  path_common_cell: "clkdlybuf4s50_1"
  crit_family: "buffers and inverters"
  worstSetupPathType: "in -> out"
  cp_max_fo: 19
  start_kind: "input port"
  crit_buf_inv: 2
  arrival_ns: 3.63
  end_kind: "primary output"
  cpPeakStageDelay_ns: 0.83
clock_network:
  clkLatencyLatePin_ns: 0.29
  clkSinkCount: 44
  cts_setup_buffers: 0
  cts_root_buf: "clkbuf_16"
  cts_resized: 0
  cts_buffer_depth: 2
  htreeDepth: 2
  cts_tree: "done"
  cts_hold_buf: 0
  numCtsBuffers: 5
  clk_pin_slew_ns: 0.06
power:
  totalPowerFinal_w: 0.00170
  ir_worst_vdd_uv: 183
  power_density_mw_per_mm2: 334
  p_seq_share_pct: 23.6
  p_sw_w: 0.000671
  p_leak_nw: 2.17
  combPwrFrac_pct: 63.4
  internal_power_w: 0.00103
  switching_share_pct: 39.5
  power.share.clock_pct: 13.0
detailed_routing:
  drtPass1Iterations: 4
  vias: 3527
  viasPerCell: 5.25
  wl_per_cell_um: 16.8
  drcViolationCount: 0
  antenna_left: 0
  finalWirelength_mm: 11.3
  diodes: 0
  drtIter0Drc: 252
yosys:
  ys_sh_aoi_pct: 19.2
  synth-async-reset-ratio_pct: 100
  yosys_cells: 421
  yosys-top-cells-area: "dfrtp_1 (28%), mux2_2 (13%), ha_1 (11%)"
  simple_gate_area_share_pct: 12.8
  yosysWarnings: 6
  synth_area_per_cell_um2: 9.29
  synthMuxAreaShare_pct: 18.6
  ys_seq_share_pct: 28.2
  yosys.area.top_type: "dfrtp_1"
  ys_types: 54
  ys_chip_area_mm2: 0.00391
  ys_top_logic_family: "AND-OR/OR-AND gates"
  flop_cell: "dfrtp_1"
  syn_area_mm2: 0.00391
  xor_area_share_pct: 5.82
  ys.flops: 44
  top_cell_area_share_pct: 28.2
  syn-instance-count: 421
  edf_count: 0
  adder_share_pct: 11.6
status:
  status: "finished clean"
timing:
  rsz0062_at_grt: "no"
  setup_viol: 0
  hold_viol: 0
  period_used_pct: 67.7
  final-max-slew-violation-count: 0
  finClkSkew_ns: 0.00539
  slew_headroom_pct: 45.6
  fmax_mhz: 194
  worstMarginPinSlew_ns: 0.813
  tns_ns: 0
  post-route-min-period_ns: 5.15
cells_and_area:
  fin_cells: 672
  n_fill_cell: 1246
  regArea_mm2: 0.00110
  area_growth_pct: 30.3
  fin_util_pct: 40.2
  drive_above_1_share_pct: 13.8
  logic_area_mm2: 0.00266
hold_path:
  min_path_type: "reg -> reg"
grt:
  grt_pass1_vias: 3423
  grt_pass1_wl_mm: 18.0
  globalRoute.totalOverflow: 0
  antenna_found_initial: 1
  grt_max_degree: 45
  track_usage_pct: 17.5
floorplanning:
  rows: 41
  io_pins: 88
  core_area_mm2: 0.0127
  fp.dieArea_mm2: 0.0135
  chipHeight_um: 116
  fp_util_pct: 30.9
  die_x_um: 116
placed_design:
  portBuffers: 87
  dp.cells: 664
  dp.final_hpwl_mm: 8.85
  routabilityCongestion: 0.956
flow_run:
  cap_viol_max_count: 0
  warning_count: 27
## logic make-up (layout without fill, tap and decap cells)
| group | after synthesis | in the layout |
|---|---|---|
| AOI/OAI and AO/OA | 109 | 109 |
| xor gates and xnor gates | 26 | 26 |
| adders and majority gates | 35 | 35 |
| buffers and inverters | 38 | 117 |
| DFF | 44 | 44 |
| muxes | 67 | 67 |
| and+or+nand+nor | 102 | 102 |
## worst register-to-register path, delay by kind of cell (launching register included)
family,cells,cell delay (ns)
adders and majority gates,2,0.62
DFF,1,0.39
AOI/OAI and AO/OA,7,1.29
and+or+nand+nor,2,0.48
muxes,1,0.29
## final timing paths
kind,endpoint,startpoint,cells past startpoint,slack (ns)
worst min register to register,IRReg.Q[11],IRReg.Q[11],1,0.53
worst min-delay path,IRReg.Q[11],IRReg.Q[11],1,0.53
worst max-delay path,Dout[10],X_sel,3,2.45
min in group asynchronous,IRReg.Q[3],Reset,3,1.68
max in group asynchronous,PCReg.Q[7],Reset,3,5.51
worst max register to register,ACCReg.Q[14],IRReg.Q[0],12,4.40
## registers in the layout, indices dropped and copies added (netlist names)
name	count
IRReg.Q	16
ACCReg.Q	16
PCReg.Q	12
## routing by layer
metal	track usage [%]	wire [µm]	vias to the layer above	part of all wire, %
met3	2.48	733	20	6.5
met5	0	0	-	0
met1	26.0	5080	1685	45
li1	-	-	1699	-
met4	3.08	214	0	1.9
met2	27.8	5220	123	46
## power groups by stage
stage	Sequential, W	Clock [W]	Combinational [W]
4_1_cts	0.000401	0.000224	0.00109
5_1_grt	0.000413	0.000235	0.00120
6_report	0.000401	0.000221	0.00108
## stage by stage
step	worst slack (ns)	hold slack (ns)	cell area (µm²)
floorplan	3.07	0.480	3910
global placement	2.46	0.515	4940
detailed placement	2.38	0.522	4940
CTS	2.39	0.535	5090
global route	2.23	0.549	5090
finish	2.45	0.535	5090
## synthesized netlist by cell type (11+ instances only)
cell type / number
dfrtp_1: 44
ha_1: 33
nor2_1: 32
a21oi_1: 31
mux2i_1: 21
nand3_1: 11
inv_1: 18
mux2_2: 46
nand2_1: 25
clkbuf_1: 15
xnor2_1: 19
o21ai_0: 20
## layout by cell type (no fill, tap or decap), types with 3 or more instances in the layout
master           count
a21o_1               7
a21oi_1             31
a221o_1              4
a221oi_1             7
a31oi_1              5
and3_1               3
buf_4                4
clkbuf_16            5
clkdlybuf4s50_1     87
dfrtp_1             44
ha_1                33
inv_1               17
mux2_2              46
mux2i_1             21
nand2_1             25
nand2b_1             3
nand3_1             11
nand4_1              3
nor2_1              32
nor2b_1              7
nor4_1               4
o21a_1               7
o21ai_0             20
o21ai_1              4
o21bai_1             4
xnor2_1             19
xor2_1               7
## final cells by class
type / instances / share of cell area, %
Clock buffer: 6 / 2.73
Multi-Input combinational cell: 339 / 52.2
Clock inverter: 2 / 0.197
Tap cell: 172 / 4.22
Timing Repair Buffer: 91 / 17.7
Sequential cell: 44 / 21.6
Inverter: 18 / 1.33
No activity file was given, so power comes from the tool's default toggle rates.
